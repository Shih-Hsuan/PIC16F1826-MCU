==> design/flow/design.v <==
module MCU(
	input logic clk,reset,
	output logic [7:0] w_q
);
	logic load_mar, load_pc, load_ir, load_w, sel_alu, ram_en, sel_bus, reset_ir;
	logic btfsc_skip_bit, btfss_skip_bit, btfsc_btfss_skip_bit, aluout_zero;
	logic load_port_b, push, pop;
	logic [1:0] sel_RAM_mux; 
	logic [2:0] sel_bit, sel_pc;
	logic [4:0] op;
	logic [7:0] alu, ram_out, mux1_out, databus, RAM_mux, bcf_mux, bsf_mux, port_b_out;
	logic [10:0] pc_q, pc_next, mar_q, Stack_q, w_change, k_change;
	logic [13:0] Rom_out, ir_q;
	typedef enum {T0,T1,T2,T3,T4,T5,T6} state_t;
	state_t ps, ns;
	assign w_change = {3'b0, w_q} - 1;
	assign k_change = {ir_q[8], ir_q[8], ir_q[8:0]} - 1;
	always_comb
	begin
		unique case(sel_pc)
			3'b000: pc_next =  pc_q + 1;
			3'b001: pc_next = ir_q[10:0];
			3'b010: pc_next = Stack_q;
			3'b011: pc_next = pc_q + k_chang;
			3'b100: pc_next = pc_q + w_change;
		endcase
	end
	Stack Stack1(
		.clk(clk),
		.reset(reset),
		.stack_in(pc_q),
		.push(push),
		.pop(pop),
		.stack_out(Stack_q)
	);
	always_ff @(posedge clk)
	begin
		if(reset) pc_q <= #1 11'b0;
		else if (load_pc) pc_q <= #1 pc_next;
	end
	always_ff @(posedge clk)
	begin
		if(reset) mar_q <= #1 11'b0;
		else if (load_mar) mar_q <= #1 pc_q;
	end
	Program_Rom Program_Rom1(	
		.Rom_addr_in(mar_q),
		.Rom_data_out(Rom_out)
	);
	always_ff @(posedge clk)
	begin
		if(reset || reset_ir) ir_q <= #1 14'b0;
		else if (load_ir) ir_q <= #1 Rom_out;
	end
	always_comb
	begin
		unique case(op)
			4'h0: alu = mux1_out + w_q;
			4'h1: alu = mux1_out - w_q;
			4'h2: alu = mux1_out & w_q;
			4'h3: alu = mux1_out | w_q;
			4'h4: alu = mux1_out ^ w_q;
			4'h5: alu = mux1_out;
			4'h6: alu = mux1_out + 1;
			4'h7: alu = mux1_out - 1;
			4'h8: alu = 0;
			4'h9: alu = ~mux1_out;
			4'hA: alu = {mux1_out[7], mux1_out[7:1]};
			4'hB: alu = {mux1_out[6:0], 1'b0};
			4'hC: alu = {1'b0, mux1_out[7:1]};
			4'hD: alu = {mux1_out[6:0], mux1_out[7]};
			4'hE: alu = {mux1_out[0], mux1_out[7:1]};
			4'hF: alu = {mux1_out[3:0], mux1_out[7:4]};
		endcase
	end
	logic MOVELW, ADDLW, SUBLW, ANDLW, IORLW, XORLW;
	logic ADDWF, ANDWF, CLRF, CLRW, COMF, DECF, GOTO;
	logic INCF, IORWF, MOVF, MOVWF, SUBWF, XORWF;
	logic BCF, BSF, BTFSC, BTFSS, DECFSZ, INCFSZ;
	logic ASRF, LSLF, LSRF, RLF, RRF, SWAPF, CALL, RETURN;
	logic BRA, BRW, NOP;
	assign MOVELW = ir_q[13:8] == 6'h30;  
	assign ADDLW = ir_q[13:8] == 6'h3e;   
	assign SUBLW = ir_q[13:8] == 6'h3c;   
	assign ANDLW = ir_q[13:8] == 6'h39;   
	assign IORLW = ir_q[13:8] == 6'h38;   
	assign XORLW = ir_q[13:8] == 6'h3a;   
	assign ADDWF = ir_q[13:8] == 6'h07;   
	assign ANDWF = ir_q[13:8] == 6'h05;   
	assign CLRF = ir_q[13:7] == 7'b0000011;   
	assign CLRW = ir_q[13:2] == 12'b000001000000;   
	assign COMF = ir_q[13:8] == 6'h09;  
	assign DECF = ir_q[13:8] == 6'h03;   
	assign GOTO = ir_q[13:11] == 3'b101;   
	assign INCF = ir_q[13:8] == 6'h0a;   
	assign IORWF = ir_q[13:8] == 6'h04;   
	assign MOVF = ir_q[13:8] == 6'h08;   
	assign MOVWF = ir_q[13:7] == 7'b0000001;   
	assign SUBWF = ir_q[13:8] == 6'h02;   
	assign XORWF = ir_q[13:8] == 6'h06;   
	assign BCF = ir_q[13:10] == 4'b0100;
	assign BSF = ir_q[13:10] == 4'b0101;
	assign BTFSC = ir_q[13:10] == 4'b0110; 
	assign BTFSS = ir_q[13:10] == 4'b0111;
	assign DECFSZ = ir_q[13:8] == 6'h0b; 
	assign INCFSZ = ir_q[13:8] == 6'h0f;
	assign ASRF = ir_q[13:8] == 6'h37;    
	assign LSLF = ir_q[13:8] == 6'h35;    
	assign LSRF = ir_q[13:8] == 6'h36;    
	assign RLF = ir_q[13:8] == 6'h0d;     
	assign RRF = ir_q[13:8] == 6'h0c;     
	assign SWAPF = ir_q[13:8] == 6'h0e;   
	assign CALL = ir_q[13:11] == 3'b100;  
	assign RETURN = ir_q[13:0] == 14'b00000000001000;  
	assign BRA = ir_q[13:9] == 5'b11001;  
	assign BRW = ir_q == 14'b00000000001011;  
	assign NOP = ir_q == 14'b00000000000000;  
	assign btfsc_skip_bit = ram_out[sel_bit] == 0;
	assign btfss_skip_bit = ram_out[sel_bit] == 1;
	assign btfsc_btfss_skip_bit = (BTFSC&btfsc_skip_bit)|(BTFSS&btfss_skip_bit);
	single_port_ram_128x8 single_port_ram_128x8(
		.data(databus),
		.addr(ir_q[6:0]),
		.ram_en(ram_en),
		.clk(clk),
		.q(ram_out)
	);
	assign mux1_out = sel_alu ? RAM_mux : ir_q[7:0];
	assign databus = sel_bus ? w_q : alu;
	assign sel_bit = ir_q[9:7];
	assign aluout_zero = (alu == 0)? 1'b1: 1'b0;
	always_comb
	begin
		unique case(sel_RAM_mux)
			0: RAM_mux = ram_out;
			1: RAM_mux = bcf_mux;
			2: RAM_mux = bsf_mux;	
		endcase
	end
	always_comb
	begin
		case(sel_bit)
			3'b000: bcf_mux = ram_out & 8'b1111_1110;
			3'b001: bcf_mux = ram_out & 8'b1111_1101;
			3'b010: bcf_mux = ram_out & 8'b1111_1011;
			3'b011: bcf_mux = ram_out & 8'b1111_0111;
			3'b100: bcf_mux = ram_out & 8'b1110_1111;
			3'b101: bcf_mux = ram_out & 8'b1101_1111;
			3'b110: bcf_mux = ram_out & 8'b1011_1111;
			3'b111: bcf_mux = ram_out & 8'b0111_1111;
		endcase
	end
	always_comb
	begin
		case(sel_bit)
			3'b000: bsf_mux = ram_out | 8'b0000_0001;
			3'b001: bsf_mux = ram_out | 8'b0000_0010;
			3'b010: bsf_mux = ram_out | 8'b0000_0100;
			3'b011: bsf_mux = ram_out | 8'b0000_1000;
			3'b100: bsf_mux = ram_out | 8'b0001_0000;
			3'b101: bsf_mux = ram_out | 8'b0010_0000;
			3'b110: bsf_mux = ram_out | 8'b0100_0000;
			3'b111: bsf_mux = ram_out | 8'b1000_0000;
		endcase
	end	
	always_ff @(posedge clk) begin
		if(reset) port_b_out <= 0;
		else if(load_port_b) port_b_out <= #1 databus;
	end
	assign addr_port_b = (ir_q[6:0] == 7'h0d);
	always_ff @(posedge clk) begin
		if(load_w) w_q <= #1 alu;
	end
	always_ff @(posedge clk)
	begin
		if(reset) ps <= T0;
		else ps <= ns;
	end
	always_comb
	begin	
		ns = T0;
		load_mar = 0;
		load_pc = 0;
		load_ir = 0;
		op = 0;
		load_w = 0;
		sel_pc = 0;
		sel_alu = 0;
		ram_en = 0;
		sel_bus = 0;
		sel_RAM_mux = 0;
		load_port_b = 0;
		push = 0;
		pop = 0;
		reset_ir = 0;
		case(ps)
			T0:
			begin 
				ns = T1;
			end
			T1:
			begin 
				load_mar = 1;
				load_pc = 1;
				ns = T2;
			end
			T2:
			begin 
				ns = T3;
			end
			T3:
			begin 
				load_ir = 1;
				ns = T4;
			end
			T4:
			begin 
				if(MOVELW) 
					begin
						op = 5;
						load_w = 1;
					end
				else if(ADDLW)
					begin
						op = 0;
						load_w = 1;
					end
				else if(SUBLW)
					begin
						op = 1;
						load_w = 1;
					end	
				else if(ANDLW)
					begin
						op = 2;
						load_w = 1;
					end		
				else if(IORLW)
					begin
						op = 3;
						load_w = 1;
					end	
				else if(XORLW)
					begin
						op = 4;
						load_w = 1;
					end	
				else if(ADDWF)
					begin
						op = 0;
						sel_alu = 1;
						if(ir_q[7])
							ram_en = 1;
						else
							load_w = 1;
					end
				else if(ANDWF)
					begin
						op = 2;
						sel_alu = 1;
						if(ir_q[7])
							ram_en = 1;
						else
							load_w = 1;
					end	
				else if(CLRF)
					begin
						op = 8;
						ram_en = 1;
					end
				else if(CLRW)
					begin
						op = 8;
						load_w = 1;
					end
				else if(COMF)
					begin
						op = 9;
						sel_alu = 1;
						if(ir_q[7])
							ram_en = 1;
						else
							load_w = 1;
					end	
				else if(DECF)
					begin
						op = 7;
						sel_alu = 1;
						if(ir_q[7])
							ram_en = 1;
						else
							load_w = 1;
					end
				else if(INCF)
					begin
						op = 6;
						sel_alu = 1;
						if(ir_q[7])
							begin
								ram_en = 1;
								sel_bus = 0;
							end
						else
							load_w = 1;
					end
				else if(IORWF)
					begin
						op = 3;
						sel_alu = 1;
						if(ir_q[7])
							begin
								ram_en = 1;
								sel_bus = 0;
							end
						else
							load_w = 1;
					end		
				else if(MOVF)
					begin
						op = 5;
						sel_alu = 1;
						if(ir_q[7])
							begin
								ram_en = 1;
								sel_bus = 0;
							end
						else
							load_w = 1;
					end	
				else if(MOVWF)
					begin
						sel_bus = 1;
						if(addr_port_b)
							load_port_b = 1;
						else
							ram_en = 1;
					end	
				else if(SUBWF)
					begin
						op = 1;
						sel_alu = 1;
						if(ir_q[7])
							begin
								ram_en = 1;
								sel_bus = 0;
							end
						else
							load_w = 1;
					end	
				else if(XORWF)
					begin
						op = 4;
						sel_alu = 1;
						if(ir_q[7])
							begin
								ram_en = 1;
								sel_bus = 0;
							end
						else
							load_w = 1;
					end	
				else if(BCF)
					begin
						sel_alu = 1;
						sel_RAM_mux = 1;
						op = 5;
						sel_bus = 0;
						ram_en = 1;					
					end		
				else if(BSF)
					begin
						sel_alu = 1;
						sel_RAM_mux = 2;
						op = 5;
						sel_bus = 0;
						ram_en = 1;					
					end	
				else if(ASRF)
					begin
						sel_alu = 1;
						sel_RAM_mux = 0;
						op = 4'hA;
						if(ir_q[7])
							begin
								sel_bus = 0;
								ram_en = 1;
							end	
						else
							load_w = 1;
					end
				else if(LSLF)
					begin
						sel_alu = 1;
						sel_RAM_mux = 0;
						op = 4'hB;
						if(ir_q[7])
							begin
								sel_bus = 0;
								ram_en = 1;
							end	
						else
							load_w = 1;
					end	
				else if(LSRF)
					begin
						sel_alu = 1;
						sel_RAM_mux = 0;
						op = 4'hC;
						if(ir_q[7])
							begin
								sel_bus = 0;
								ram_en = 1;
							end	
						else
							load_w = 1;
					end
				else if(RLF)
					begin
						sel_alu = 1;
						sel_RAM_mux = 0;
						op = 4'hD;
						if(ir_q[7])
							begin
								sel_bus = 0;
								ram_en = 1;
							end	
						else
							load_w = 1;
					end	
				else if(RRF)
					begin
						sel_alu = 1;
						sel_RAM_mux = 0;
						op = 4'hE;
						if(ir_q[7])
							begin
								sel_bus = 0;
								ram_en = 1;
							end	
						else
							load_w = 1;
					end	
				else if(SWAPF)
					begin
						sel_alu = 1;
						sel_RAM_mux = 0;
						op = 4'hF;
						if(ir_q[7])
							begin
								sel_bus = 0;
								ram_en = 1;
							end	
						else
							load_w = 1;
					end		
				else if(NOP)
					begin
					end
				else if(CALL)
					begin
						push = 1;
					end
				load_mar = 1;
				load_pc = 1;
				ns = T5;
			end
			T5:	
			begin
				if(GOTO)
					begin
						sel_pc = 1;
						load_pc = 1;
					end
				else if(CALL)
					begin
						sel_pc = 1;
						load_pc = 1;				
					end
				else if(RETURN)
					begin
						sel_pc = 2;
						load_pc = 1;
						pop = 1;
					end
				else if(BRA)
					begin
						load_pc = 1;
						sel_pc = 3;
					end
				else if(BRW)
					begin
						load_pc = 1;
						sel_pc = 4;
					end
				ns = T6;
			end
			T6:
			begin
				if(GOTO)
					begin
						reset_ir = 1;
					end
				else if(CALL)
					begin
						reset_ir = 1;
					end
				else if(RETURN)
					begin
						reset_ir = 1;
					end
				else if(DECFSZ)
					begin
						sel_alu = 1;
						op = 7;
						if(ir_q[7])
							begin
								ram_en = 1;
								sel_bus = 0;
							end
						else
							load_w = 1;
						if(aluout_zero == 1)
							begin
								reset_ir = 1;
							end
					end
				else if(INCFSZ)
					begin
						sel_alu = 1;
						op = 6;
						if(ir_q[7])
							begin
								ram_en = 1;
								sel_bus = 0;
							end
						else
							load_w = 1;
						if(aluout_zero == 1)
							begin
								reset_ir = 1;
							end
					end
				else if(BTFSC)
					begin
						if(btfsc_btfss_skip_bit == 1)
							begin
								reset_ir = 1;
							end	
					end
				else if(BTFSS)
					begin
						if(btfsc_btfss_skip_bit == 1)
							begin
								reset_ir = 1;
							end	
					end
				else if(BRA)
					begin
						reset_ir = 1;
					end
				else if(BRW)
					begin
						reset_ir = 1;
					end
				load_ir = 1;
				ns = T4;
			end				
		endcase
	end
endmodule
module Program_Rom(
	output logic [13:0] Rom_data_out, 
	input [10:0] Rom_addr_in
);
    logic [13:0] data;
    always_comb
        begin
            case (Rom_addr_in)
                10'h0 : data = 14'h0103;
                10'h1 : data = 14'h01A5;
                10'h2 : data = 14'h3001;
                10'h3 : data = 14'h3E02;
                10'h4 : data = 14'h3C03;
                10'h5 : data = 14'h300A;
                10'h6 : data = 14'h00A5;
                10'h7 : data = 14'h0AA5;
                10'h8 : data = 14'h0225;
                10'h9 : data = 14'h11A5;
                10'ha : data = 14'h19A5;
                10'hb : data = 14'h18A5;
                10'hc : data = 14'h000B;
                10'hd : data = 14'h0000;
                10'he : data = 14'h35A5;
                10'hf : data = 14'h3625;
                10'h10 : data = 14'h2800;
                10'h11 : data = 14'h3400;
                10'h12 : data = 14'h3400;
                default: data = 14'h0;   
            endcase
        end
     assign Rom_data_out = data;
endmodule
module Stack(
	input clk,
	input reset,
	input [10:0] stack_in,
	input push,
	input pop,
	output logic [10:0] stack_out
);
	logic [3:0] stk_ptr;
	logic [10:0] stack [15:0];
	logic [3:0] stk_index;
	assign stk_index = stk_ptr + 1;
	assign stack_out = stack[stk_ptr];
	always_ff @(posedge clk)
	begin
		if(reset)
			stk_ptr <= 4'b1111;
		else if(push)
		begin
			stack[stk_index] <= stack_in;
			stk_ptr <= stk_ptr + 1;
		end
		else if (pop)
			stk_ptr <= stk_ptr - 1;
	end
endmodule
module single_port_ram_128x8(
	input [7:0]data,
	input [6:0]addr,
	input ram_en,
	input clk,
	output logic [7:0] q
);
	logic [7:0] ram[127:0];
	always_ff @(posedge clk)
	begin
		if (ram_en)
			ram[addr] <= data;
	end
	assign q = ram[addr];
endmodule
==> design/flow/run.sh <==
#!/bin/bash
# OpenROAD 26Q1-2900-gdf79404cd8, Yosys 0.63+post, stock flow scripts
make -C /OpenROAD-flow-scripts/flow DESIGN_CONFIG=/design/flow/config.mk WORK_HOME=/design/flow/orfs finish
==> design/flow/config.mk <==
export PLATFORM = sky130hd
export DESIGN_NAME = MCU
export DESIGN_NICKNAME = MCU
export VERILOG_FILES = /design/flow/design.v
export SDC_FILE = /design/flow/constraint.sdc
export NUM_CORES = 4
export LEC_CHECK = 1
export CORE_UTILIZATION = 50
==> design/flow/constraint.sdc <==
current_design MCU

set clk_period 7.1
set clk_io_pct 0.2

create_clock -name clk0 -period $clk_period [get_ports {clk}]

set non_clock_inputs [all_inputs -no_clocks]
set_input_delay [expr $clk_period * $clk_io_pct] -clock clk0 $non_clock_inputs
set_output_delay [expr $clk_period * $clk_io_pct] -clock clk0 [all_outputs]
==> flow_results.xml <==
<?xml version="1.0" encoding="UTF-8"?>
<metrics>
  <group name="die">
    <metric name="initial_utilization" unit="%">51.1</metric>
    <metric name="ioPinCount" unit="">10</metric>
    <metric name="dieHeight" unit="microns">193</metric>
    <metric name="core_area" unit="sq um">35700</metric>
    <metric name="chipArea" unit="sq um">37300</metric>
    <metric name="placement_rows" unit="">69</metric>
    <metric name="die-width" unit="microns">193</metric>
  </group>
  <group name="drt">
    <metric name="drt_pass1_iterations" unit="">5</metric>
    <metric name="antenna-diode-count" unit="">0</metric>
    <metric name="drt_wl_total" unit="microns">45600</metric>
    <metric name="routed_wire_length_per_instance" unit="microns">24.3</metric>
    <metric name="drt.antenna.violating_nets" unit="">0</metric>
    <metric name="avgViaCountPerCell" unit="">6.23</metric>
    <metric name="dr_total_vias" unit="">11700</metric>
    <metric name="detail_route.iter0.violations" unit="">805</metric>
    <metric name="drc" unit="">0</metric>
  </group>
  <group name="global_route">
    <metric name="overall_track_demand_over_capacity_in_global_routing" unit="%">27.5</metric>
    <metric name="grt_start_max_net_pins" unit="">45</metric>
    <metric name="first_global_vias" unit="">11400</metric>
    <metric name="grt_antenna_before_repair" unit="">0</metric>
    <metric name="global_route_wire_length_before_repair" unit="microns">69100</metric>
    <metric name="grt.overflow.total" unit="">0</metric>
  </group>
  <group name="clock_network">
    <metric name="clk-insertion-delay-late" unit="ps">550</metric>
    <metric name="cts_tree" unit="">yes</metric>
    <metric name="tritoncts.num_buffers" unit="">40</metric>
    <metric name="cts_resized" unit="">0</metric>
    <metric name="clk_pin_slew_worst_setup_hold_paths" unit="ps">60</metric>
    <metric name="clock_root_buffer_master" unit="">sky130_fd_sc_hd__clkbuf_16</metric>
    <metric name="postCtsHoldBufs" unit="">0</metric>
    <metric name="htree_num_levels" unit="">2</metric>
    <metric name="post_cts_setup_buffers" unit="">0</metric>
    <metric name="clockBufferDepth" unit="">3</metric>
    <metric name="cts_sinks" unit="">375</metric>
  </group>
  <group name="critical_path">
    <metric name="setup.reg_to_reg.worst_slack" unit="ps">750</metric>
    <metric name="path_delay_family" unit="">AND-OR/OR-AND gates</metric>
    <metric name="worst_ep_required_time" unit="ps">7350</metric>
    <metric name="slowest_stage_cell_cp" unit="">sky130_fd_sc_hd__dfxtp_1</metric>
    <metric name="critical_path.cell_chain" unit="">nand2_1 -&gt; a2bb2oi_1 -&gt; o21a_1 -&gt; a21oi_2 -&gt; nor2_1 -&gt; a221oi_1 -&gt; inv_1 -&gt; a211oi_1 -&gt; ha_1 -&gt; nor2b_1 -&gt; o21ai_0 -&gt; a21boi_0 -&gt; o21ai_0 -&gt; a21oi_1 -&gt; o21a_1 -&gt; o21ai_0 -&gt; mux2i_1 -&gt; or2_1 -&gt; mux2_2</metric>
    <metric name="end_kind" unit="">flip-flop</metric>
    <metric name="setup.worst_path.start_class" unit="">flip-flop</metric>
    <metric name="buffers_inverters_on_critical_path" unit="">1</metric>
    <metric name="startpoint" unit="">ir_q[12]$_SDFFE_PP0N_</metric>
    <metric name="crit_end" unit="">single_port_ram_128x8.ram[3][7]$_DFFE_PP_</metric>
    <metric name="critPathMaxFanout" unit="">28</metric>
    <metric name="regToRegStartpoint" unit="">ir_q[12]$_SDFFE_PP0N_</metric>
    <metric name="crit_path_max_incr_delay" unit="ps">870</metric>
    <metric name="r2r_end" unit="">single_port_ram_128x8.ram[3][7]$_DFFE_PP_</metric>
    <metric name="worst_ep_arrival_time" unit="ps">6610</metric>
    <metric name="path_depth" unit="">19</metric>
    <metric name="ff2ff_path_depth" unit="">19</metric>
    <metric name="criticalPathCategory" unit="">reg -&gt; reg</metric>
    <metric name="critPathMostFrequentCell" unit="">sky130_fd_sc_hd__o21ai_0</metric>
  </group>
  <group name="sta">
    <metric name="worst_clock_skew" unit="ps">18.1</metric>
    <metric name="layout_min_cycle_time" unit="ps">6350</metric>
    <metric name="final-max-slew-violation-count" unit="">0</metric>
    <metric name="totalNegativeSetupSlack" unit="ps">0</metric>
    <metric name="finalClockPeriodUsage" unit="%">89.5</metric>
    <metric name="slew-limit-headroom" unit="%">36.6</metric>
    <metric name="worst_slew_pin_slew" unit="ps">943</metric>
    <metric name="rsz0062_at_grt" unit="">no</metric>
    <metric name="finalSetupViolCount" unit="">0</metric>
    <metric name="achievable-frequency" unit="MHz">157</metric>
    <metric name="total_count_of_hold_check_failures_in_the_final_report" unit="">0</metric>
  </group>
  <group name="flow_run">
    <metric name="max_cap_viol_count" unit="">0</metric>
    <metric name="log.warning_count" unit="">47</metric>
  </group>
  <group name="placed_design">
    <metric name="buffer_ports.inserted" unit="">9</metric>
    <metric name="placedInstanceArea" unit="sq um">19100</metric>
    <metric name="number_of_instances_in_the_placed_design" unit="">1812</metric>
    <metric name="dp_hpwl" unit="microns">31400</metric>
    <metric name="gp_congestion" unit="">0.952</metric>
  </group>
  <group name="logic_synthesis">
    <metric name="edf_count" unit="">312</metric>
    <metric name="synth_flop_count" unit="">375</metric>
    <metric name="synth-seq-area-share" unit="%">58.2</metric>
    <metric name="number_of_warnings_issued_by_yosys" unit="">7</metric>
    <metric name="asyncSetResetFlopFracSynth" unit="%">0</metric>
    <metric name="synthDistinctLibCells" unit="">98</metric>
    <metric name="postSynthCellCount" unit="">1359</metric>
    <metric name="synth.yosys.num_cells" unit="">1359</metric>
    <metric name="syn_avg_cell_area" unit="sq um">13.4</metric>
    <metric name="mappedNetlistArea" unit="sq um">18300</metric>
    <metric name="ys.flop_type" unit="">sky130_fd_sc_hd__edfxtp_1</metric>
    <metric name="yosys_area" unit="sq um">18300</metric>
  </group>
  <group name="power">
    <metric name="power_leakage" unit="nW">6.93</metric>
    <metric name="power_density" unit="nW/um^2">218</metric>
    <metric name="ir_drop" unit="mV">0.238</metric>
  </group>
  <group name="cells_and_area">
    <metric name="fraction_of_layout_instances_using_a_drive_strength_above_1" unit="%">19.2</metric>
    <metric name="finalNonFillerCells" unit="">1881</metric>
    <metric name="syn2layout_area_growth" unit="%">11.1</metric>
    <metric name="total_non_filler_cell_area_in_the_finished_layout" unit="sq um">20300</metric>
  </group>
  <group name="min_path">
    <metric name="holdCritPathClass" unit="">reg -&gt; reg</metric>
  </group>
  <group name="status">
    <metric name="status" unit="">finished, final reports clean</metric>
  </group>
</metrics>
==> worst min-delay path by stage <==
stage            startpoint       endpoint  slack, ps  cells after the start
finish        ps[2]$_DFF_P_  ps[6]$_DFF_P_        440                      1
global route  ps[2]$_DFF_P_  ps[6]$_DFF_P_        450                      1
CTS           ps[0]$_DFF_P_  ps[4]$_DFF_P_        440                      1
==> synthesized netlist by cell type (6+ instances only) <==
cell | number | area [sq um]
sky130_fd_sc_hd__a21o_1 | 8 | 60.1
sky130_fd_sc_hd__a21oi_2 | 12 | 105
sky130_fd_sc_hd__a211oi_1 | 22 | 165
sky130_fd_sc_hd__and2_1 | 7 | 43.8
sky130_fd_sc_hd__dfxtp_1 | 63 | 1260
sky130_fd_sc_hd__or2_2 | 14 | 87.6
sky130_fd_sc_hd__nor2b_1 | 15 | 93.8
sky130_fd_sc_hd__nand3_1 | 42 | 210
sky130_fd_sc_hd__nand2b_1 | 17 | 106
sky130_fd_sc_hd__a22oi_1 | 10 | 75.1
sky130_fd_sc_hd__a31oi_1 | 11 | 68.8
sky130_fd_sc_hd__clkbuf_1 | 45 | 169
sky130_fd_sc_hd__a21boi_0 | 6 | 45.0
sky130_fd_sc_hd__ha_1 | 52 | 651
sky130_fd_sc_hd__buf_2 | 19 | 95.1
sky130_fd_sc_hd__nor4_1 | 12 | 75.1
sky130_fd_sc_hd__a21oi_1 | 57 | 285
sky130_fd_sc_hd__xnor2_1 | 11 | 96.3
sky130_fd_sc_hd__buf_1 | 12 | 45.0
sky130_fd_sc_hd__edfxtp_1 | 312 | 9370
sky130_fd_sc_hd__o211ai_1 | 12 | 90.1
sky130_fd_sc_hd__o21ai_0 | 51 | 255
sky130_fd_sc_hd__nor3b_1 | 6 | 45.0
sky130_fd_sc_hd__inv_1 | 50 | 188
sky130_fd_sc_hd__mux2_2 | 7 | 78.8
sky130_fd_sc_hd__o22ai_1 | 8 | 50.1
sky130_fd_sc_hd__mux2i_1 | 13 | 130
sky130_fd_sc_hd__nor2_1 | 90 | 338
sky130_fd_sc_hd__nor3_1 | 32 | 160
sky130_fd_sc_hd__and3_1 | 6 | 37.5
sky130_fd_sc_hd__or3_1 | 15 | 93.8
sky130_fd_sc_hd__o221ai_1 | 7 | 61.3
sky130_fd_sc_hd__mux4_2 | 85 | 1910
sky130_fd_sc_hd__nand2_1 | 92 | 345
==> per-stage QoR <==
step / util, % / total power [mW] / setup WS [ps] / hold WS [ps]
final: 56.8 / 4.43 / 747 / 440
after global routing: 56.8 / 4.56 / 159 / 452
after CTS: 56.8 / 4.47 / 815 / 441
after global placement: 53.5 / 2.56 / 975 / 423
after detailed placement: 53.5 / 2.56 / 817 / 427
after floorplan: - / 2.52 / 1930 / 414
==> registers in the layout (all words and copies together) (netlist names), named ones only <==
register,flops
pc_q,11
single_port_ram_128x8.ram,128
mar_q,11
Stack1.stk_ptr,4
w_q,8
Stack1.stack,176
ps,7
ir_q,11
==> report_power, final <==
group / total (mW) / internal, mW / switching (mW)
Sequential: 2.40 / 2.38 / 0.0229
Clock: 1.91 / 1.08 / 0.831
Combinational: 0.112 / 0.0423 / 0.0701
Total: 4.43 / 3.50 / 0.924
==> layout by cell type (no fill, tap or decap), types with 10 or more instances in the layout <==
master	n
sky130_fd_sc_hd__nor4_1	11
sky130_fd_sc_hd__nor3_1	24
sky130_fd_sc_hd__a21oi_2	12
sky130_fd_sc_hd__mux2i_1	13
sky130_fd_sc_hd__inv_1	50
sky130_fd_sc_hd__or2_2	14
sky130_fd_sc_hd__buf_4	65
sky130_fd_sc_hd__a22oi_1	10
sky130_fd_sc_hd__edfxtp_1	312
sky130_fd_sc_hd__o211ai_1	12
sky130_fd_sc_hd__clkinv_1	13
sky130_fd_sc_hd__or3_1	15
sky130_fd_sc_hd__a211oi_1	22
sky130_fd_sc_hd__clkbuf_16	40
sky130_fd_sc_hd__nor2_1	90
sky130_fd_sc_hd__mux4_2	85
sky130_fd_sc_hd__o21ai_0	50
sky130_fd_sc_hd__a21oi_1	57
sky130_fd_sc_hd__ha_1	52
sky130_fd_sc_hd__nand2_1	92
sky130_fd_sc_hd__dfxtp_1	60
sky130_fd_sc_hd__xnor2_1	11
sky130_fd_sc_hd__nand2b_1	17
sky130_fd_sc_hd__nor2b_1	15
sky130_fd_sc_hd__nand3_1	42
sky130_fd_sc_hd__a31oi_1	11
==> routing by layer <==
| layer | share of wire (%) | global-route usage [%] | vias to the layer above |
|---|---|---|---|
| li1 | - | - | 5379 |
| met3 | 8.0 | 7.72 | 66 |
| met5 | 0 | 0 | - |
| met4 | 2.2 | 5.08 | 0 |
| met1 | 42 | 45.3 | 5798 |
| met2 | 48 | 41.2 | 469 |
==> area by class of cell <==
cell class                 count  area, sq um
fill                        2862        15400
clock inverter                20          156
multi-input combinational    845         7110
tap                          461          577
sequential                   375        10600
timing repair buffer          74          578
inverter                      57          214
clock buffer                  49         1030
==> logic make-up (layout without fill, tap and decap cells) <==
| group | count (synthesis) | after routing | synth area share (%) |
|---|---|---|---|
| xor+xnor | 16 | 16 | 0.767 |
| buf+inv | 139 | 200 | 3.23 |
| fa+ha+maj | 54 | 54 | 3.78 |
| compound gates | 285 | 285 | 11.2 |
| mux | 110 | 110 | 12.3 |
| flops | 375 | 375 | 58.2 |
| simple gates | 380 | 380 | 10.5 |
Power figures rest on the tool's default switching activity, not on a simulated workload.
